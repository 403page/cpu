### design/flow/config.mk
export PLATFORM = sky130hd
export DESIGN_NAME = controller
export DESIGN_NICKNAME = controller
export VERILOG_FILES = /design/flow/design.v
export SDC_FILE = /design/flow/constraint.sdc
export NUM_CORES = 4
export LEC_CHECK = 1
export CORE_AREA = 10 10 70 70
export DIE_AREA = 0 0 80 80
### design/flow/constraint.sdc
current_design controller

set clk_period 2.4
set clk_io_pct 0.2

create_clock -name clk0 -period $clk_period [get_ports {i_clk}]

set non_clock_inputs [all_inputs -no_clocks]
set_input_delay [expr $clk_period * $clk_io_pct] -clock clk0 $non_clock_inputs
set_output_delay [expr $clk_period * $clk_io_pct] -clock clk0 [all_outputs]
### design/flow/design.v
module controller(
    input [2:0] i_ins,
    input i_clk, i_rst,
    output reg o_write_r, o_read_r, o_pc_en, o_accu_cen, o_ram_cen, o_rom_cen, o_ram_wen, o_ram_ren, o_rom_ren, o_addr_sel,
    output reg [1:0] o_fetch_mode
);
reg [3:0] r_current_state;	 
reg [3:0] r_next_state; 	 
parameter NOP=3'b000,  
          LDO=3'b001,  
          LDA=3'b010,  
          STO=3'b011,  
          PRE=3'b100,  
          ADD=3'b101,  
          LDM=3'b110,  
          HLT=3'b111;  
parameter Sidle=4'hf,
          S0=4'd0,
          S1=4'd1,
          S2=4'd2,
          S3=4'd3,
          S4=4'd4,
          S5=4'd5,
          S6=4'd6,
          S7=4'd7,
          S8=4'd8,
          S9=4'd9,
          S10=4'd10,
          S11=4'd11,
          S12=4'd12;
always @(posedge i_clk or negedge i_rst) begin
    if(!i_rst) r_current_state <= Sidle;  
    else r_current_state <= r_next_state;  
end
always @* begin
    case(r_current_state)
        S1: begin
            if (i_ins==NOP) r_next_state=S0;
            else if (i_ins==HLT) r_next_state=S2;
            else if (i_ins==PRE | i_ins==ADD) r_next_state=S9;
            else if (i_ins==LDM) r_next_state=S11;
            else r_next_state=S3;
        end
        S4: begin
            if (i_ins==LDA | i_ins==LDO) r_next_state=S5;  
            else r_next_state=S7;  
        end
        Sidle:   r_next_state=S0;
        S0:      r_next_state=S1;
        S2:      r_next_state=S2;
        S3:      r_next_state=S4;
        S5:      r_next_state=S6;
        S6:      r_next_state=S0;
        S7:      r_next_state=S8;
        S8:      r_next_state=S0;
        S9:      r_next_state=S10;
        S10:     r_next_state=S0;
        S11:     r_next_state=S12;
        S12:     r_next_state=S0;
        default: r_next_state=Sidle;
    endcase
end
always @* begin 
    case(r_current_state)
        Sidle: begin  
            o_write_r=1'b0;
            o_read_r=1'b0;
            o_pc_en=1'b0; 
            o_accu_cen=1'b0;
            o_ram_cen=1'b0;
            o_rom_cen=1'b0;
            o_ram_wen=1'b0;
            o_ram_ren=1'b0;
            o_rom_ren=1'b0;
            o_addr_sel=1'b0;
            o_fetch_mode=2'b00;
        end
        S0: begin  
            o_write_r=0;
            o_read_r=0;
            o_pc_en=0;
            o_accu_cen=0;
            o_ram_cen=0;
            o_rom_cen=1;
            o_ram_wen=0;
            o_ram_ren=0;
            o_rom_ren=1;
            o_addr_sel=0;
            o_fetch_mode=2'b01;
        end
        S1: begin  
            o_write_r=0;
            o_read_r=0;
            o_pc_en=1; 
            o_accu_cen=0;
            o_ram_cen=0;
            o_ram_wen=0;
            o_ram_ren=0;
            o_rom_cen=1;
            o_rom_ren=1; 
            o_addr_sel=0;
            o_fetch_mode=2'b00;
        end
        S2: begin  
            o_write_r=0;
            o_read_r=0;
            o_pc_en=0;
            o_accu_cen=0;
            o_ram_cen=0;
            o_rom_cen=0;
            o_ram_wen=0;
            o_ram_ren=0;
            o_rom_ren=0;
            o_addr_sel=0;
            o_fetch_mode=2'b00;
        end
        S3: begin  
            o_write_r=0;
            o_read_r=0;
            o_pc_en=0;
            o_accu_cen=0;
            o_ram_cen=0;
            o_rom_cen=1;
            o_ram_wen=0;
            o_ram_ren=0;
            o_rom_ren=1;
            o_addr_sel=0;
            o_fetch_mode=2'b10; 
        end
        S4: begin  
            o_write_r=0;
            o_read_r=0;
            o_pc_en=1;
            o_accu_cen=0;
            o_ram_cen=0;
            o_ram_wen=0;
            o_ram_ren=0;
            o_rom_cen=1; 
            o_rom_ren=1;
            o_addr_sel=0;
            o_fetch_mode=2'b00; 
        end
        S5: begin  
            if (i_ins==LDO) begin
                o_write_r=1;
                o_read_r=0;
                o_pc_en=0;
                o_accu_cen=1;
                o_ram_cen=0;
                o_ram_wen=0;
                o_ram_ren=0;
                o_rom_cen=1;
                o_rom_ren=1;
                o_addr_sel=1;
                o_fetch_mode=2'b00; 		 
            end
            else begin
                o_write_r=1;
                o_read_r=0;
                o_pc_en=0;
                o_accu_cen=1;
                o_ram_cen=1;
                o_ram_wen=0;
                o_ram_ren=1;
                o_rom_cen=0;
                o_rom_ren=0;
                o_addr_sel=1;
                o_fetch_mode=2'b00;
            end	 
        end
        S6: begin  
            o_write_r=1'b0;
            o_read_r=1'b0;
            o_pc_en=1'b0;
            o_accu_cen=1'b0;
            o_ram_cen=1'b0;
            o_rom_cen=1'b0;
            o_ram_wen=1'b0;
            o_ram_ren=1'b0;
            o_rom_ren=1'b0;
            o_addr_sel=1'b0;
            o_fetch_mode=2'b00;
	end
        S7: begin  
            o_write_r=0;
            o_read_r=1;
            o_pc_en=0;
            o_accu_cen=0;
            o_ram_cen=0;
            o_rom_cen=0;
            o_ram_wen=0;
            o_ram_ren=0;
            o_rom_ren=0;
            o_addr_sel=0;
            o_fetch_mode=2'b00;
        end
        S8: begin  
            o_write_r=0;
            o_read_r=1;
            o_pc_en=0;
            o_accu_cen=0;
            o_rom_ren=0;
            o_rom_cen=0;
            o_ram_cen=1;
            o_ram_wen=1;
            o_ram_ren=0;
            o_addr_sel=1;
            o_fetch_mode=2'b00;
        end
        S9: begin  
            if (i_ins==PRE) begin
                o_write_r=0;
                o_read_r=1;
                o_pc_en=0;
                o_accu_cen=1;
                o_ram_cen=0;
                o_rom_cen=0;
                o_ram_wen=0;
                o_ram_ren=0;
                o_rom_ren=0;
                o_addr_sel=0;
                o_fetch_mode=2'b00;
            end
            else begin 
                o_write_r=0;
                o_read_r=1;
                o_pc_en=0;
                o_accu_cen=1;
                o_ram_cen=0;
                o_rom_cen=0;
                o_ram_wen=0;
                o_ram_ren=0;
                o_rom_ren=0;
                o_addr_sel=0;
                o_fetch_mode=2'b00;		 
            end 
        end
        S10: begin  
            o_write_r=0;
            o_read_r=1;
            o_pc_en=0;
            o_accu_cen=0;
            o_ram_cen=0;
            o_rom_cen=0;
            o_ram_wen=0;
            o_ram_ren=0;
            o_rom_ren=0;
            o_addr_sel=0;
            o_fetch_mode=2'b00;
        end
        S11: begin  
            o_write_r=1;
            o_read_r=0;
            o_pc_en=0;
            o_accu_cen=1;
            o_ram_cen=0;
            o_ram_wen=0;
            o_ram_ren=0;
            o_rom_cen=0;
            o_rom_ren=0;
            o_addr_sel=0;
            o_fetch_mode=2'b00;
        end
        S12: begin  
            o_write_r=0;
            o_read_r=0;
            o_pc_en=0;
            o_accu_cen=1;
            o_ram_cen=0;
            o_rom_cen=0;
            o_ram_wen=0;
            o_ram_ren=0;
            o_rom_ren=0;
            o_addr_sel=0;
            o_fetch_mode=2'b00;	 
        end
        default: begin
            o_write_r=0;
            o_read_r=0;
            o_pc_en=0;
            o_accu_cen=0;
            o_ram_cen=0;
            o_rom_cen=0;
            o_ram_wen=0;
            o_ram_ren=0;
            o_rom_ren=0;
            o_addr_sel=0;
            o_fetch_mode=2'b00;		 
        end
    endcase
end
endmodule
### design/flow/run.sh
#!/bin/bash
# OpenROAD 26Q1-2900-gdf79404cd8, Yosys 0.63+post, stock flow scripts
make -C /OpenROAD-flow-scripts/flow DESIGN_CONFIG=/design/flow/config.mk WORK_HOME=/design/flow/orfs finish
==> results.py <==
# Auto-generated metrics
metrics = {
    "outcome": {
        "status": "finished, final reports clean",
    },
    "setup_path": {
        "crit_fanout": 4,
        "end_kind": "output pin",
        "critPathLaunchType": "flip-flop",
        "r2r_cells": 2,
        "rrSetupSlack_ns": 1.05,
        "worstSetupPathType": "reg -> out",
        "crit_arrival_ns": 1.78,
        "reg2reg_to": "r_current_state[1]$_DFF_PN0_",
        "timing.rr.start": "r_current_state[2]$_DFF_PN0_",
        "worstPathRequired_ns": 1.92,
    },
    "cells_and_area": {
        "largest_reg_flops": 13,
        "top_regs": "r_current_state: 13 flops",
        "syn_to_final_growth_pct": 57.2,
        "final_area_um2": 763,
        "layout.cells.most_common_list": "13 x clkdlybuf4s50_1, 12 x dfrtp_1, 4 x buf_4",
        "lay_top_count": "clkdlybuf4s50_1",
        "top_register": "r_current_state",
        "n_fill_cell": 363,
        "drive_gt1_frac": 0.220,
    },
    "yosys": {
        "syn_avg_cell_area_um2": 12.8,
        "ys_warn_count": 1,
        "ys_seq_share": 0.673,
        "ys_cells": 38,
        "postSynthCellCount": 38,
        "synth_flop_count": 13,
        "yosys-stat-area_um2": 485,
        "synth_cell_types": 18,
        "syn_area_um2": 485,
    },
    "cts": {
        "hold_buffers": 0,
        "numCtsBuffers": 3,
        "htreeDepth": 1,
        "clk_pin_slew_ns": 0.07,
        "post_cts_buffers": 0,
        "cts_max_path_buffers": 2,
        "tritoncts": "yes",
        "cts.sinks": 13,
        "insertion_delay_ns": 0.27,
        "root_buffer": "clkbuf_4",
    },
    "global_routing": {
        "antenna_found_initial": 0,
        "first_global_vias": 367,
        "grtUsageTotal": 0.0349,
        "grt_start_max_net_pins": 14,
        "grt_pass1_wl_um": 1750,
        "grt_overflow": 0,
    },
    "floorplan": {
        "ios": 17,
        "die_h_um": 80,
        "core_mm2": 0.00342,
        "die_w_um": 80,
        "fp_util": 0.142,
        "num_rows": 21,
        "die_area_mm2": 0.00640,
    },
    "placed_design": {
        "gp_congestion": 0.769,
        "port_buffers": 16,
        "place_area_um2": 718,
        "dp_slack_ns": -0.0797,
    },
    "route": {
        "routed_wl_um": 1070,
        "drtIter0Drc": 22,
        "wl_per_cell_um": 10.2,
        "dr.pass1.iters": 2,
        "drcViolationCount": 0,
        "vias": 346,
        "ant_nets": 0,
        "num_antenna_cells": 0,
        "vias_per_cell": 3.30,
    },
    "min_path": {
        "hold_path_class": "reg -> reg",
        "min_from": "r_current_state[12]$_DFF_PN0_",
        "min_path_cells": 0,
        "min_to": "r_current_state[4]$_DFF_PN0_",
    },
    "job": {
        "maxCapViolations": 0,
        "warning_count": 25,
    },
    "power_and_ir_drop": {
        "p_comb_frac": 0.168,
        "power.total_uw": 447,
        "p_clk_frac": 0.284,
        "p_switching_uw": 94.6,
        "vdd_drop_max_mv": 0.161,
        "p_int_uw": 352,
        "p_seq_frac": 0.548,
        "swShare": 0.212,
        "leakage_uw": 0.000346,
        "power_density_mw_per_mm2": 586,
    },
    "timing": {
        "finalCritPeriodShare": 0.943,
        "finalMaxSlewViolations": 0,
        "setup_viol": 0,
        "fin_crit_ns": 2.26,
        "clock_skew_ns": 0.00513,
        "slew_headroom": 0.636,
        "worstMarginPinSlew_ns": 0.544,
        "rsz0062_at_grt": "no",
        "setup_ws_ns": 0.137,
        "max_freq_mhz": 442,
        "final_hold_viol_count": 0,
    },
}
## per-layer routing
layer / vias to the layer above / global-route usage / wire length (µm)
li1: 170 / - / -
met1: 161 / 0.0411 / 467
met2: 13 / 0.0457 / 430
met3: 2 / 0.0318 / 156
met4: 0 / 0.00704 / 14
met5: - / 0 / 0
## critical path, cell delays in order (launching register included)
cell and delay (ns):
dfrtp_1 0.40, or2_2 0.29, a2111o_1 0.40, clkdlybuf4s50_1 0.42
## synthesized netlist by cell type
cell type,number,area share
dfrtp_1,12,0.62
nor3b_1,4,0.062
nor2_1,3,0.023
or2_2,3,0.039
clkbuf_1,2,0.015
or3_1,2,0.026
a2111o_1,1,0.023
buf_4,1,0.015
conb_1,1,0.0077
dfstp_2,1,0.054
inv_1,1,0.0077
nand2_1,1,0.0077
nor4b_1,1,0.018
o21a_1,1,0.015
o21bai_1,1,0.015
or4_1,1,0.015
or4_2,1,0.018
xnor2_1,1,0.018
## power groups by stage
stage,Clock (µW),Sequential (µW),Combinational (µW)
finish,127,245,75.2
CTS,131,245,77.2
global route,144,247,84.7
## timing repair
action / 4_1_cts / 5_1_grt
endpoints found under the setup margin: 4 / 3
resized: 1 / 4
pin swaps: 1 / 2
cloned: 0 / 0
## area by class of cell
type,count,area (µm²),area share
Timing Repair Buffer,20,198,0.259
Inverter,1,3.75,0.00492
Tap cell,46,57.6,0.0754
Multi-Input combinational cell,21,151,0.198
Sequential cell,13,327,0.428
Clock buffer,4,26.3,0.0344
## worst max path at each step
stage                                start        end  slack [ns]  cells after the start
CTS                               i_ins[0]  o_rom_cen        0.04                      4
global route  r_current_state[8]$_DFF_PN0_  o_rom_cen        0.05                      3
finish        r_current_state[8]$_DFF_PN0_  o_rom_cen        0.14                      3
## per-stage QoR
| step | hold slack, ns | TNS, ns | utilization | instances |
|---|---|---|---|---|
| 2_1_floorplan | 0.184 | 0 | - | 38 |
| 3_3_place_gp | 0.351 | -0.0949 | 0.210 | 101 |
| 3_5_place_dp | 0.355 | -0.187 | 0.210 | 101 |
| 4_1_cts | 0.371 | 0 | 0.219 | 105 |
| 5_1_grt | 0.385 | 0 | 0.223 | 105 |
| 6_report | 0.369 | 0 | 0.223 | 105 |
## kinds of logic after synthesis
| group | after synthesis | synth area share |
|---|---|---|
| other | 1 | 0.00772 |
| flip-flops | 13 | 0.673 |
| buffers and inverters | 4 | 0.0387 |
| AND/OR/NAND/NOR | 16 | 0.209 |
| AND-OR/OR-AND | 3 | 0.0541 |
| XOR/XNOR | 1 | 0.0180 |
No activity file was given, so power comes from the tool's default toggle rates.
