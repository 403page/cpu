==> flow/design.v <==
module ins_reg (
    input [7:0] i_data,
    input [1:0] i_fetch_mode,
    input i_clk,
    input i_rst,
    output [2:0] o_ins_func,
    output [4:0] o_addr_1,
    output [7:0] o_addr_2
);
reg [7:0] r_ins_p1, r_ins_p2;
reg [2:0] r_state;
assign o_ins_func = r_ins_p1[7:5];  
assign o_addr_1   = r_ins_p1[4:0];  
assign o_addr_2   = r_ins_p2;
always @(posedge i_clk or negedge i_rst) begin
    if(!i_rst) begin
        r_ins_p1 <= 8'd0;
        r_ins_p2 <= 8'd0;
    end
    else begin
        if(i_fetch_mode == 2'b01) begin			 
            r_ins_p1 <= i_data;
            r_ins_p2 <= r_ins_p2;
        end
        else if(i_fetch_mode == 2'b10) begin		 
            r_ins_p1 <= r_ins_p1;
            r_ins_p2 <= i_data;
        end
        else begin
            r_ins_p1 <= r_ins_p1;
            r_ins_p2 <= r_ins_p2;
        end
    end
end
endmodule
==> flow/run.sh <==
#!/bin/bash
# OpenROAD 26Q1-2900-gdf79404cd8, Yosys 0.63+post, stock flow scripts
make -C /OpenROAD-flow-scripts/flow DESIGN_CONFIG=/design/flow/config.mk WORK_HOME=/design/flow/orfs finish
==> flow/config.mk <==
export PLATFORM = sky130hd
export DESIGN_NAME = ins_reg
export DESIGN_NICKNAME = ins_reg
export VERILOG_FILES = /design/flow/design.v
export SDC_FILE = /design/flow/constraint.sdc
export NUM_CORES = 4
export LEC_CHECK = 1
export CORE_AREA = 10 10 88 88
export DIE_AREA = 0 0 98 98
==> flow/constraint.sdc <==
current_design ins_reg

set clk_period 1.5
set clk_io_pct 0.2

create_clock -name clk0 -period $clk_period [get_ports {i_clk}]

set non_clock_inputs [all_inputs -no_clocks]
set_input_delay [expr $clk_period * $clk_io_pct] -clock clk0 $non_clock_inputs
set_output_delay [expr $clk_period * $clk_io_pct] -clock clk0 [all_outputs]
==> metrics.txt <==
# HELP chip_impl_metric Physical implementation figures
# TYPE chip_impl_metric gauge
chip_impl_metric{name="ctsLongestPathBuffers",unit=""} 2
chip_impl_metric{name="cpPeakStageDelay",unit="ps"} 480
chip_impl_metric{name="ctsResizeCount",unit=""} 0
chip_impl_metric{name="final_layout_size_suffix_gt1_share",unit="%"} 31.3
chip_impl_metric{name="std_cell_rows",unit=""} 28
chip_impl_metric{name="totalWireLength",unit="µm"} 1520
chip_impl_metric{name="synthXorXnorAreaFrac",unit="%"} 0
chip_impl_metric{name="die.size.x",unit="µm"} 98
chip_impl_metric{name="synthSimpleGateAreaFrac",unit="%"} 3.12
chip_impl_metric{name="number_of_levels_in_the_clock_h_tree",unit=""} 1
chip_impl_metric{name="detail_route.drc_violations",unit=""} 0
chip_impl_metric{name="worstSkewPairLatency",unit="ps"} 230
chip_impl_metric{name="post-route-period-util",unit="%"} 92.1
chip_impl_metric{name="fp_util",unit="%"} 10.8
chip_impl_info{name="critical_path_class",value="reg2out"} 1
chip_impl_metric{name="ys.warnings.count",unit=""} 1
chip_impl_info{name="crit_path_start_kind",value="flip-flop"} 1
chip_impl_metric{name="min_period",unit="ps"} 1380
chip_impl_metric{name="finalHoldWorstSlack",unit="ps"} 390
chip_impl_metric{name="worst-endpoint-required",unit="ps"} 1200
chip_impl_info{name="outcome",value="finished, final reports clean"} 1
chip_impl_metric{name="setup_slack",unit="ps"} 119
chip_impl_metric{name="max_cap_viol_count",unit=""} 0
chip_impl_metric{name="synth.ff_latch_count",unit=""} 16
chip_impl_metric{name="synthesis.area",unit="µm²"} 642
chip_impl_metric{name="number_of_vias_in_the_routed_layout",unit=""} 396
chip_impl_info{name="min_path_type",value="in2async"} 1
chip_impl_metric{name="final_max_slew_viol_count",unit=""} 0
chip_impl_info{name="crit_path_cell_trace",value="clkdlybuf4s50_1"} 1
chip_impl_info{name="tritoncts",value="built"} 1
chip_impl_metric{name="least_margin_pin_slew",unit="ps"} 223
chip_impl_info{name="most_common_library_cell_in_the_layout_ignoring_fill_and_taps",value="sky130_fd_sc_hd__clkdlybuf4s50_1"} 1
chip_impl_metric{name="ys_seq_share",unit="%"} 62.4
chip_impl_metric{name="core",unit="mm²"} 0.00592
chip_impl_info{name="synth_area_leader_cell",value="sky130_fd_sc_hd__dfrtp_1"} 1
chip_impl_metric{name="cts_inserted_buffers",unit=""} 3
chip_impl_metric{name="port_buffers",unit=""} 27
chip_impl_metric{name="compound_share_synth",unit="%"} 0
chip_impl_metric{name="syn_inst",unit=""} 36
chip_impl_metric{name="vdd.ir_drop.worst",unit="mV"} 0.373
chip_impl_metric{name="ys_cells",unit=""} 36
chip_impl_metric{name="gr-usage-all-layers",unit="%"} 3.25
chip_impl_info{name="area_leaders",value="sky130_fd_sc_hd__dfrtp_1 (62%), sky130_fd_sc_hd__mux2_4 (19%), sky130_fd_sc_hd__mux2_2 (14%)"} 1
chip_impl_info{name="crit_path_end_kind",value="output port"} 1
chip_impl_metric{name="areaGrowthSynthToFinish",unit="%"} 65.7
chip_impl_metric{name="power.share.combinational",unit="%"} 24.1
chip_impl_metric{name="synthesis.area_per_instance",unit="µm²"} 17.8
chip_impl_metric{name="slew-limit-headroom",unit="%"} 85.1
chip_impl_metric{name="dr.first_iter.drc_count",unit=""} 12
chip_impl_metric{name="mux_frac_synth",unit="%"} 32.7
chip_impl_metric{name="clock_power_share",unit="%"} 27.2
chip_impl_metric{name="ant_nets",unit=""} 0
chip_impl_metric{name="total_power",unit="mW"} 1.09
chip_impl_info{name="topCombFamilyByArea",value="multiplexers"} 1
chip_impl_metric{name="p_leak",unit="nW"} 0.443
chip_impl_metric{name="chip_area",unit="mm²"} 0.00960
chip_impl_metric{name="worstPathBufferInverterCount",unit=""} 1
chip_impl_metric{name="fp.dieH",unit="µm"} 98
chip_impl_metric{name="post_drt_via_cell_ratio",unit=""} 2.79
chip_impl_metric{name="final_standard_cell_count_with_taps_included_and_fillers_excluded",unit=""} 142
chip_impl_metric{name="drt-wirelength-per-cell",unit="µm"} 10.7
chip_impl_metric{name="finalSetupViolations",unit=""} 0
chip_impl_metric{name="warning_count",unit=""} 25
chip_impl_metric{name="synthDominantCellAreaShare",unit="%"} 62.4
chip_impl_metric{name="ys_chip_area",unit="µm²"} 642
chip_impl_metric{name="layout.core_utilization",unit="%"} 18.0
chip_impl_metric{name="grt_start_max_net_pins",unit=""} 17
chip_impl_info{name="setup_repair_after_global_routing_missed_its_margin",value="false"} 1
chip_impl_metric{name="worst_setup_slack_post_dpl",unit="ps"} -69.3
chip_impl_info{name="slowest_stage",value="sky130_fd_sc_hd__clkdlybuf4s50_1"} 1
chip_impl_metric{name="power_switching",unit="mW"} 0.207
chip_impl_metric{name="clock-skew-final",unit="ps"} 0
chip_impl_metric{name="gpl.final_weighted_congestion",unit=""} 0.776
chip_impl_metric{name="cell_internal_pwr",unit="mW"} 0.879
chip_impl_metric{name="dpl.cell_count",unit=""} 139
chip_impl_metric{name="hold_viol_final",unit=""} 0
chip_impl_metric{name="p_per_area",unit="mW/mm²"} 1020
chip_impl_metric{name="tritoncts_num_sinks",unit=""} 16
chip_impl_metric{name="cts_hold_repair.buffers",unit=""} 0
chip_impl_metric{name="dp_hpwl",unit="µm"} 1270
chip_impl_metric{name="first_pass_grt_wire_length",unit="µm"} 2540
chip_impl_metric{name="setup_bufs_post_cts",unit=""} 0
chip_impl_metric{name="ys_sh_adder",unit="%"} 0
chip_impl_info{name="timing.critical_path.max_delay_family",value="buffers and inverters"} 1
chip_impl_metric{name="clk_pin_slew",unit="ps"} 60
chip_impl_metric{name="grt_remaining_overflow",unit=""} 0
chip_impl_info{name="final_cell_mix",value="sky130_fd_sc_hd__clkdlybuf4s50_1 (27), sky130_fd_sc_hd__dfrtp_1 (16), sky130_fd_sc_hd__mux2_2 (8), sky130_fd_sc_hd__mux2_4 (8), sky130_fd_sc_hd__clkbuf_8 (3)"} 1
chip_impl_metric{name="via_count_of_the_first_global_routing_pass",unit=""} 463
chip_impl_metric{name="diodes",unit=""} 0
chip_impl_info{name="cts.root.buffer_cell",value="sky130_fd_sc_hd__clkbuf_8"} 1
chip_impl_metric{name="worst-endpoint-arrival",unit="ps"} 1080
chip_impl_metric{name="num_io_pins",unit=""} 28
chip_impl_metric{name="critical_path_peak_fanout",unit=""} 2
chip_impl_metric{name="synthDistinctLibCells",unit=""} 6
chip_impl_metric{name="pwr-share-seq",unit="%"} 48.8
chip_impl_metric{name="antenna_found_initial",unit=""} 0
chip_impl_metric{name="first_pass_iters",unit=""} 2
chip_impl_metric{name="sw_frac_of_total",unit="%"} 19.0
chip_impl_metric{name="maxClockFrequency",unit="GHz"} 0.724
## through the flow
stage	TNS, ps	instance area [µm²]
floorplan	0	642
global placement	-450	1020
detailed placement	-655	1020
CTS	0	1060
global route	0	1060
finish	0	1060
## path summary, 6_finish.rpt
check	endpoint	depth (start not counted)	start	slack [ps]
worst min register to register	r_ins_p1[2]$_DFFE_PN0N_	1	r_ins_p1[2]$_DFFE_PN0N_	500
worst max register to register	r_ins_p2[3]$_DFFE_PN0P_	1	r_ins_p2[3]$_DFFE_PN0P_	740
worst max-delay path	o_addr_1[4]	1	r_ins_p1[4]$_DFFE_PN0N_	120
max in group asynchronous	r_ins_p1[0]$_DFFE_PN0N_	2	i_rst	930
min in group clk0	r_ins_p1[2]$_DFFE_PN0N_	1	r_ins_p1[2]$_DFFE_PN0N_	500
worst min-delay path	r_ins_p1[6]$_DFFE_PN0N_	2	i_rst	390
## metal layers
metal / vias up / global-route usage [%] / wire (µm)
li1: 187 / - / -
met1: 186 / 4.60 / 762
met2: 23 / 4.01 / 542
met3: 0 / 2.49 / 214
met4: 0 / 0 / 0
met5: - / 0 / 0
## state kept, by name (all words and copies together) (netlist names)
signal	cells
r_ins_p1	8
r_ins_p2	8
## synthesized netlist by cell type
master and n:
sky130_fd_sc_hd__nand2b_1 2, sky130_fd_sc_hd__mux2_2 8, sky130_fd_sc_hd__dfrtp_1 16, sky130_fd_sc_hd__and2b_1 1
sky130_fd_sc_hd__mux2_4 8, sky130_fd_sc_hd__buf_6 1
## cell families after synthesis
family                 after synthesis
buffers and inverters                1
flip-flops                          16
multiplexers                        16
AND/OR/NAND/NOR                      3
## power by group through the flow
stage,sequential (mW),clock [mW],combinational [mW]
CTS,0.530,0.310,0.270
global route,0.539,0.333,0.287
finish,0.530,0.295,0.262
## cell type report
| type | instances | area, µm² |
|---|---|---|
| well taps | 75 | 93.8 |
| fillers | 637 | 4860 |
| flip-flops and latches | 16 | 400 |
| clock buffers | 3 | 41.3 |
| multi-input cells | 19 | 230 |
| repair buffers | 29 | 298 |
Power figures rest on the tool's default switching activity, not on a simulated workload.
