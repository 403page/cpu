`flow/config.mk`:
```
export PLATFORM = sky130hd
export DESIGN_NAME = reg_32
export DESIGN_NICKNAME = reg_32
export VERILOG_FILES = /design/flow/design.v
export SDC_FILE = /design/flow/constraint.sdc
export NUM_CORES = 4
export LEC_CHECK = 1
export CORE_UTILIZATION = 50
```
`flow/constraint.sdc`:
```
current_design reg_32

set clk_period 2.3
set clk_io_pct 0.2

create_clock -name clk0 -period $clk_period [get_ports {i_clk}]

set non_clock_inputs [all_inputs -no_clocks]
set_input_delay [expr $clk_period * $clk_io_pct] -clock clk0 $non_clock_inputs
set_output_delay [expr $clk_period * $clk_io_pct] -clock clk0 [all_outputs]
```
`flow/design.v`:
```
module reg_32 (
    input [7:0] i_data, 
    output [7:0] o_data,
    input i_wen, 
    input i_ren,
    input [7:0] i_addr,
    input i_clk
);
reg [7:0] r_reg[31:0];  
wire [4:0] n_addr;
assign n_addr = i_addr[4:0];
assign o_data = (i_ren)? r_reg[n_addr]:8'hzz;
always @(posedge i_clk) begin				 
    if(i_wen) r_reg[n_addr] <= i_data;
end
endmodule
```
`flow/run.sh`:
```
#!/bin/bash
# OpenROAD 26Q1-2900-gdf79404cd8, Yosys 0.63+post, stock flow scripts
make -C /OpenROAD-flow-scripts/flow DESIGN_CONFIG=/design/flow/config.mk WORK_HOME=/design/flow/orfs finish
```
==> metrics.cfg <==
[worst_setup_path]
path_class = in -> out
cp_max_fo = 5
end_kind = output pin
required_ns = 1.84
cp.arrival_ns = 1.99
crit_path_frequent_cell = buf_6
slowest_stage = or4b_4
cpPeakStageDelay_ns = 0.60
crit_chain = buf_8 > buf_6 > buf_6 > or4b_4 > buf_12 > o22ai_4 > nor4_4 > nand2_1 > buf_2
cp-start-kind = input port

[final_timing]
clock.fmax_mhz = 409
rsz0062_at_grt = true
hold_viol = 0
drv_slew = 0
post-route-period-util_pct = 106
tightest_slew_ns = 0.433
fin_tns_setup_ns = -1.04
setup_viol = 8
period_minus_slack_ns = 2.45
post-route-worst-setup-slack_ns = -0.146
holdWs_ns = 0.715
max-slew-margin-rel_pct = 71.1

[detailed_routing]
drt_iter0_drc = 351
first_pass_iters = 5
antenna_cells = 0
viasPerCell = 5.63
ant_nets = 0
wl_per_cell_um = 23.6
drc = 0
wirelength_mm = 23.7
dr_total_vias = 5660

[synthesis]
top_cell_area_share_pct = 76.5
synthCells = 568
aoi_share_pct = 4.05
ys_cells = 568
yosysUniqueCellTypes = 23
ys_sh_simple_pct = 4.93
synthTopLogicFamily = multiplexers
top_cells_by_area = edfxtp_1, mux2i_1, o22ai_1, buf_2, nor2_1
syn_area_mm2 = 0.0100
syn_avg_cell_area_um2 = 17.7
ys_warn_count = 2
synth_chip_area_mm2 = 0.0100
top_area_cell = edfxtp_1
xor_area_share_pct = 0
mux_share_pct = 12.8
ys_seq_share_pct = 76.5
synthAdderAreaFrac_pct = 0
ys.flops = 256

[global_route]
grt_pass1_wl_mm = 35.1
grt_max_degree = 33
grt_pass1_vias = 5875
grtUsageTotal_pct = 26.9
grt_antenna_before_repair = 0
overflow = 0

[power_and_ir_drop]
p_leak_nw = 4.73
p_seq_share_pct = 53.2
power.density_mw_per_mm2 = 742
comb_power_share_pct = 7.6
total_power_w = 0.00978
pwr-share-clk_pct = 39.2
switchingPower_w = 0.00201
p_sw_share_pct = 20.5
ir_drop_v = 0.000553
p_int_w = 0.00778

[finish]
lay_top_cells = edfxtp_1, mux2i_1, buf_4, nor2_1, buf_6
n_fill_cell = 1270
postLayoutCoreUtil_pct = 67.3
syn2layout_area_growth_pct = 31.2
register_area_mm2 = 0.00769
final-comb-area_mm2 = 0.00282
largest_reg_flops = 256
layout_top_cell = edfxtp_1
drive_gt1_share_pct = 36.5

[die]
chipHeight_um = 144
io_pins = 27
dieArea_mm2 = 0.0207
num_rows = 51
die_w_um = 144
fp_util_pct = 51.3
coreArea_mm2 = 0.0196

[hold_path]
hold_end = r_reg[25][0]
hp-class = in -> reg
hold_start = i_addr[2]
whs_path_depth = 5

[clock_network]
cts_buffer_depth = 3
cts-root-buf = clkbuf_16
cts_hold_buf = 0
numCtsBuffers = 26
cts_tree = yes
clkTransAtPathRegs_ns = 0.06
numClockSinks = 256
htreeDepth = 1

[place]
portBuffers = 22
gp_congestion = 0.973
dp_hpwl_mm = 14.5

[job]
cap_violations = 0
warning_count = 31

[status]
outcome = finished with violations
failed_checks = negative setup slack

-- repair_timing --
item | CTS | global route
endpoints found under the hold margin | 0 | 0
setup endpoints to repair | 8 | 8
gates cloned | 6 | 1
gates resized | 152 | 44
buffers inserted | 9 | 10
pin swaps | 35 | 21
-- metal layers --
| layer | wire length (um) | global-route usage, % |
|---|---|---|
| met5 | 0 | 0 |
| met1 | 9320 | 41.4 |
| met4 | 720 | 7.33 |
| met3 | 2360 | 10.6 |
| met2 | 11300 | 40.1 |
-- how the worst max path moves through the flow --
stage / start / to / depth (start not counted)
after CTS: i_addr[4] / o_data[5] / 10
after global routing: i_addr[0] / o_data[6] / 9
final: i_addr[0] / o_data[2] / 9
-- final cells by class --
cell class,count,share of cell area (%)
tap,265,2.51
clock inverter,14,0.674
sequential,256,58.3
multi-input combinational,277,21.4
clock buffer,32,5.27
timing repair buffer,161,11.9
-- through the flow --
stage                     worst slack (ns)  instance area [um^2]  cells
final                               -0.146                 13200   1005
after floorplan                     0.0124                 10000    568
after global placement              -0.966                 11300    935
after detailed placement            -0.966                 11300    935
after global routing                -0.186                 13200   1005
after CTS                           -0.187                 12900    996
-- cells by family after synthesis --
| group | Yosys count |
|---|---|
| mux | 128 |
| simple gates | 85 |
| buf+inv | 35 |
| flops | 256 |
| compound gates | 64 |
-- Yosys cell counts, drive strengths merged --
cell type / n
or4b: 4
or3: 1
buf: 26
nand3: 2
clkbuf: 9
nand2: 10
nand4b: 4
nor3: 4
nor2: 29
or3b: 3
mux2i: 128
o22ai: 64
nand3b: 4
nand4: 1
or4bb: 1
nor4: 16
or4: 1
nand4bb: 5
edfxtp: 256
-- power groups by stage --
stage     registers, W  logic (W)  clock network (W)
4_1_cts        0.00520   0.000698            0.00389
5_1_grt        0.00520   0.000786            0.00408
6_report       0.00520   0.000740            0.00384
-- critical path: cells and delay by family --
kind	cells	cell delay, ns
and+or+nand+nor	3	0.77
AOI/OAI and AO/OA	1	0.13
buffers and inverters	5	0.62
Power and IR drop assume default switching activity.
